--- flow/run.sh ---
#!/bin/bash
# OpenROAD 26Q1-2900-gdf79404cd8, Yosys 0.63+post, stock flow scripts
make -C /OpenROAD-flow-scripts/flow DESIGN_CONFIG=/design/flow/config.mk WORK_HOME=/design/flow/orfs finish
--- flow/config.mk ---
export PLATFORM = sky130hd
export DESIGN_NAME = ALU
export DESIGN_NICKNAME = ALU
export VERILOG_FILES = /design/flow/design.v
export SDC_FILE = /design/flow/constraint.sdc
export NUM_CORES = 4
export LEC_CHECK = 1
export CORE_UTILIZATION = 50
export SYNTH_HDL_FRONTEND = slang
--- flow/constraint.sdc ---
current_design ALU

set clk_period 10.2
set clk_io_pct 0.2

create_clock -name clk0 -period $clk_period

set non_clock_inputs [all_inputs -no_clocks]
set_input_delay [expr $clk_period * $clk_io_pct] -clock clk0 $non_clock_inputs
set_output_delay [expr $clk_period * $clk_io_pct] -clock clk0 [all_outputs]
--- flow/design.v ---
`timescale 1ns / 1ps
parameter  Rst_Enable      =   1'b0;            
parameter  Rst_Disable     =   1'b1;            
parameter  Write_Enable    =   1'b1;            
parameter  Write_Disable   =   1'b0;            
parameter  Read_Enable     =   1'b1;            
parameter  Read_Disable    =   1'b0;            
parameter  Sext_Enable     =   1'b1;            
parameter  Shift_Enable    =   1'b1;            
parameter  Imm_Enable      =   1'b1;            
parameter  Upper_Enable    =   1'b1;            
parameter  Data_Bus        =   32;              
parameter  Addr_Bus        =   32;              
parameter  RegAddr_Bus     =   5;               
parameter  Aluop_Bus       =   8;               
parameter  Alutype_Bus     =   3;               
parameter  Exccode_Bus     =   5;               
parameter  Zero_Word       =   32'h0000_0000;    
parameter  Initial_PC      =   32'hbfc0_0000;    
parameter  ERET_Code       =   32'b010000_1_0000000000000000000_011000;
parameter  BLTZ_rt  = 6'b00000; 
parameter  BGEZ_rt  = 6'b00001; 
parameter  BLTZAL_rt= 6'b10000; 
parameter  BGEZAL_rt= 6'b10001; 
parameter  BLTZ  = 6'b000001; 
parameter  BLTZAL= 6'b000001; 
parameter  BGEZ  = 6'b000001; 
parameter  BGEZAL= 6'b000001; 
parameter ERET  = 6'b010000;
parameter MFC0  = 6'b010000;
parameter MTC0  = 6'b010000;
parameter TLB   = 6'b010000;
parameter EXC_ADDR      = 32'hBFC00380;
parameter EXC_INT_ADDR  = 32'hBFC00380;
typedef enum logic [5 : 0] {
    BEQ   = 6'b000100, 
    BNE   = 6'b000101, 
    BLEZ  = 6'b000110, 
    BGTZ  = 6'b000111, 
    J     = 6'b000010, 
    JAL   = 6'b000011, 
    ADDI  = 6'b001000,
    ADDIU = 6'b001001,
    SLTI  = 6'b001010,
    SLTIU = 6'b001011,
    ANDI  = 6'b001100,
    ORI   = 6'b001101,
    XORI  = 6'b001110,
    LUI   = 6'b001111,
    LB    = 6'b100000,
    LBU   = 6'b100100,
    LH    = 6'b100001,
    LHU   = 6'b100101,
    LW    = 6'b100011,
    SB    = 6'b101000,
    SH    = 6'b101001,
    SW    = 6'b101011,
    LWL   = 6'b100010,
    LWR   = 6'b100110,
    SWL   = 6'b101010,
    SWR   = 6'b101110,
    MUL   = 6'b011100,
    CACHE = 6'b101111
} opcode_enum;
typedef enum logic [5 : 0] {
    ADD     = 6'b100000,
    ADDU    = 6'b100001,
    SUB     = 6'b100010,
    SUBU    = 6'b100011,
    SLT     = 6'b101010,
    SLTU    = 6'b101011,
    AND     = 6'b100100,
    OR      = 6'b100101,
    NOR     = 6'b100111,
    XOR     = 6'b100110,
    SLL     = 6'b000000,
    SRL     = 6'b000010,
    SRA     = 6'b000011,
    SLLV    = 6'b000100,
    SRLV    = 6'b000110,
    SRAV    = 6'b000111,
    JR      = 6'b001000,
    JALR    = 6'b001001,
    SYSCALL = 6'b001100,
    BREAK   = 6'b001101,
    MULT    = 6'b011000,
    MULTU   = 6'b011001,
    DIV     = 6'b011010,
    DIVU    = 6'b011011,
    MFHI    = 6'b010000,
    MFLO    = 6'b010010,
    MTHI    = 6'b010001,
    MTLO    = 6'b010011
} func_enum;
typedef enum logic [4 : 0] {
    REG_ZERO, REG_AT,        
    REG_V0, REG_V1,          
    REG_A0, REG_A1, REG_A2, REG_A3,  
    REG_T0, REG_T1, REG_T2, REG_T3, REG_T4, REG_T5, REG_T6, REG_T7,  
    REG_S0, REG_S1, REG_S2, REG_S3, REG_S4, REG_S5,REG_S6, REG_S7,   
    REG_T8, REG_T9,   
    REG_K0, REG_K1,  
    REG_GP, REG_SP, REG_FP, REG_RA   
} reg_enum;
typedef enum logic [4 : 0] { 
      INDEX, RANDOM, ENTRYLO0, ENTRYLO1, CONTEXT,
      PAGEMASK, WIRED, HWRENA, BADVADDR, COUNT,
      ENTRYHI, COMPARE, STATUS, CAUSE, EPC,
      PRID, CONFIG, LLADDR, WATCHLO, WATCHHI,
      R20, R21, R22, DEBUG, DEPC,
      PERFCNT, ERRCTL, CACHEERR, TAGLO, TAGHI,
      ERROREPC, DESAVE
} cp0_reg_enum;
typedef enum logic[2:0] { 
      	ARITH     = 3'b001,       
      	LOGIC     = 3'b010,       
      	SHIFT     = 3'b100,       
      	BRANCH    = 3'b101,       
      	MOVE      = 3'b011,       
	    ZERO      = 3'b000
      } alutype_enum;
typedef enum logic[7:0] { 
    aluop_ADD     = 8'h11,
    aluop_ADDI    = 8'h13,
    aluop_ADDU    = 8'h12,
    aluop_ADDIU   = 8'h16,
    aluop_SUB     = 8'h21,
    aluop_SUBU    = 8'h23,
    aluop_SLT     = 8'h31,
    aluop_SLTI    = 8'h33,
    aluop_SLTU    = 8'h42,
    aluop_SLTIU   = 8'h46,
    aluop_DIV     = 8'h81,
    aluop_DIVU    = 8'h83,
    aluop_MULT    = 8'h82,
    aluop_MULTU   = 8'h86,
    aluop_MUL     = 8'h87,
    aluop_AND     = 8'h51,
    aluop_ANDI    = 8'h53,
    aluop_NOR     = 8'h62,
    aluop_OR      = 8'h61,
    aluop_ORI     = 8'h63,
    aluop_XOR     = 8'h71,
    aluop_XORI    = 8'h73,
    aluop_LUI     = 8'h01,
    aluop_SLLV    = 8'h03,
    aluop_SLL     = 8'h02,
    aluop_SRAV    = 8'h06,
    aluop_SRA     = 8'h07,
    aluop_SRLV    = 8'h05,
    aluop_SRL     = 8'h04,
    aluop_BEQ     = 8'hb1,
    aluop_BNE     = 8'hb3,
    aluop_BGEZ    = 8'hb2,
    aluop_BGTZ    = 8'hb6,
    aluop_BLEZ    = 8'hb7,
    aluop_BLTZ    = 8'hb5,
    aluop_BGEZAL  = 8'hb4,
    aluop_BLTZAL  = 8'hbc,
    aluop_J       = 8'hc1,
    aluop_JAL     = 8'hc3,
    aluop_JR      = 8'hc2,
    aluop_JALR    = 8'hc6,
    aluop_MFHI    = 8'hd1,
    aluop_MFLO    = 8'hd3,
    aluop_MTHI    = 8'hd2,
    aluop_MTLO    = 8'hd6,
    aluop_MTC0    = 8'hd7,
    aluop_MFC0    = 8'hd5,
    aluop_LB      = 8'h91,
    aluop_LBU     = 8'h93,
    aluop_LH      = 8'h92,
    aluop_LHU     = 8'h96,
    aluop_LW      = 8'h97,
    aluop_SB      = 8'ha1,
    aluop_SH      = 8'ha3,
    aluop_SW      = 8'ha2,
    aluop_LWL     = 8'h9f,
    aluop_LWR     = 8'h9e,
    aluop_SWL     = 8'ha6,
    aluop_SWR     = 8'ha7,
    aluop_CLO     = 8'h17,   
    aluop_CLZ     = 8'h18,   
    aluop_ZERO    = 8'h00
 } aluop_enum;
typedef enum logic[4:0] {
    exccode_NONE   = 5'b11111,
    exccode_INT    = 5'b00000,
    exccode_MOD    = 5'b00001,
    exccode_TLBL   = 5'b00010,
    exccode_TLBS   = 5'b00011,
    exccode_ADEL   = 5'b00100,
    exccode_ADES   = 5'b00101,
    exccode_IBS    = 5'b00110,
    exccode_DBE    = 5'b00111,
    exccode_SYS    = 5'b01000,
    exccode_BP     = 5'b01001,
    exccode_RI     = 5'b01010,
    exccode_CPU    = 5'b01011,
    exccode_OV     = 5'b01100,
    exccode_TR     = 5'b01101,
    exccode_WATCH  = 5'b10111,
    exccode_MCHECK = 5'b11000,
    exccode_ERET   = 5'b11001
} exccode_enum; 
typedef enum logic[5:0] { 
    tlbtype_TLBP  = 6'b001000,
    tlbtype_TLBR  = 6'b000001,
    tlbtype_TLBWI = 6'b000010,
    tlbtype_TLBWR = 6'b000110
} tlbtype_enum;
typedef struct packed{
    opcode_enum op;          
    reg_enum rs;             
    reg_enum rt;             
    logic [15 : 0] imm;      
} inst_i_t;
typedef struct packed{
    opcode_enum op;          
    reg_enum rs;             
    reg_enum rt;             
    reg_enum rd;             
    logic [4 : 0] sa;        
    func_enum func;          
} inst_r_t;
typedef struct packed{
    opcode_enum op;          
    logic [25 : 0] index;    
} inst_j_t;
typedef struct packed{
    opcode_enum op;            
    logic [25 : 21] f_or_t;    
    reg_enum rt;               
    cp0_reg_enum rd;             
    logic [10 : 0] constcp0;   
} inst_cp0_t;
typedef struct packed {
    opcode_enum op;
    logic co;
    logic [18:0] zero_domain;
    tlbtype_enum tlbtype;
} inst_tlb_t;
typedef union packed{
    inst_i_t i;
    inst_r_t r;
    inst_j_t j;
    inst_cp0_t cp_0;
    inst_tlb_t tlb;        
} inst_t; 
module ALU (
    input  logic                    rst,
    input  logic [Aluop_Bus-1:0]    aluop,
    input  alutype_enum             alutype,
    output logic overflow,                              
    input  logic [Data_Bus-1:0]     Src1,
    input  logic [Data_Bus-1:0]     Src2,
    output logic [Data_Bus-1:0]     arith_result,
    output logic [Data_Bus-1:0]     logic_result,
    output logic [Data_Bus-1:0]     shift_result
);
    logic [2:0]     operation;
    logic [32:0]    sign_src1;
    logic [32:0]    sign_src2;
    logic [31:0]    unsign_src1;
    logic [31:0]    unsign_src2;
    logic           sign;
    logic [Data_Bus-1:0]    lui_result;     
    logic [Data_Bus-1:0]    add_result;     
    logic [Data_Bus-1:0]    sub_result;     
    logic [Data_Bus-1:0]    clo_result;
    logic [Data_Bus-1:0]    clz_result;
    logic [Data_Bus-1:0]    lt_result;     
    logic [Data_Bus-1:0]    ltu_result;    
    logic [Data_Bus-1:0]    sr_result;      
    logic [Data_Bus-1:0]    sra_result;     
    logic [Data_Bus-1:0]    sl_result;      
    logic [Data_Bus-1:0]    and_result;     
    logic [Data_Bus-1:0]    xor_result;     
    logic [Data_Bus-1:0]    or_result;      
    assign sign_src1    = {Src1[31],Src1};  
    assign sign_src2    = {Src2[31],Src2};
    assign unsign_src1  = {1'b0,Src1};      
    assign unsign_src2  = {1'b0,Src2};      
    assign operation    = {aluop[6],aluop[5],aluop[4]};
    assign sign        = aluop[0];
    assign  lui_result  = (aluop == aluop_LUI) ? {Src2[15:0],Src2[31:16]} : Zero_Word;
    assign add_result   = Src1 + Src2;
    assign sub_result   = Src1 - Src2;      
    logic is_clo,is_clz;
    assign is_clo = (aluop == aluop_CLO);
    assign is_clz = (aluop == aluop_CLZ);
    always_comb begin
        for (int i=0; i<31; i = i+1) begin
            if(Src1[i] == 1'b0)begin
                clo_result = 32'd31 - i;
                break;
            end
            else begin
                clo_result = 32'd32;
            end
        end
    end
    always_comb begin
        for (int k=0; k<31; k = k+1) begin
            if(Src1[k] == 1'b1)begin
                clz_result = 32'd31 - k;
                break;
            end
            else begin
                clz_result = 32'd32;
            end
        end
    end
    logic [32:0]            carry_result_add;   
    logic [32:0]            carry_result_sub;   
    assign  carry_result_add    = sign_src1 + sign_src2;
    assign  carry_result_sub    = sign_src1 - sign_src2;
    always_comb begin : OVERFLOW
        if (carry_result_add[32] ^ carry_result_add[31]) begin
            overflow = ((operation == 3'b001) && (sign == 1'b1)) ? 1'b1 : 1'b0;
        end
        else if (carry_result_sub[32] ^ carry_result_sub[31]) begin
            overflow = ((operation == 3'b010) && (sign == 1'b1)) ? 1'b1 : 1'b0; 
        end  
        else begin
            overflow = 1'b0;
        end
    end
    always_comb begin : signed_compare
        if (operation == 3'b011) begin
            unique case ({Src1[31],Src2[31]})
                 2'b00:   lt_result = {{31{1'b0}},(Src1 < Src2)} ; 
                 2'b01:   lt_result = 32'h0000_0000;                                
                 2'b10:   lt_result = 32'h0000_0001;                                
                 2'b11:   lt_result = {{31{1'b0}},(Src1[30:0] < Src2[30:0])} ; 
                 default : lt_result = Zero_Word;
            endcase 
        end
        else begin
            lt_result = Zero_Word;
        end
    end
    assign ltu_result    = {{31{1'b0}},(unsign_src1 < unsign_src2)};
    always_comb begin  
        if(alutype == SHIFT) begin
            unique case (aluop)
                aluop_SLLV : shift_result = ($signed(Src2))<< $signed(Src1[4:0]);   
                aluop_SLL : shift_result  = ($signed(Src2))<< $signed(Src1[4:0]);   
                aluop_SRAV : shift_result = ($signed(Src2))>>>$signed(Src1[4:0]);   
                aluop_SRA : shift_result  = ($signed(Src2))>>>$signed(Src1[4:0]);   
                aluop_SRLV : shift_result = ($signed(Src2))>> $signed(Src1[4:0]);   
                aluop_SRL : shift_result  = ($signed(Src2))>> $signed(Src1[4:0]);   
                default: shift_result     = 32'h0000_0000;
            endcase
        end
        else begin
            shift_result = 32'h0000_0000;
        end
    end
    assign and_result       = Src1 & Src2;
    assign or_result        = sign ? (Src1 | Src2) : ~(Src1 | Src2);
    assign xor_result       = Src1 ^ Src2;
    always_comb begin : ALU
            unique case (operation)
                3'b000 :  begin
                            logic_result =  lui_result;
                            arith_result = Zero_Word;
                end
                3'b001 :  begin
                            logic_result = Zero_Word;
                            arith_result = is_clo ? clo_result : is_clz ? clz_result : add_result;
                end
                3'b010 :  begin
                            logic_result = Zero_Word;
                            arith_result =  sub_result;
                end
                3'b011 :  begin
                            logic_result = Zero_Word;
                            arith_result =  lt_result;
                end
                3'b100 :  begin
                            logic_result = Zero_Word;
                            arith_result =  ltu_result;
                end
                3'b101 :  begin
                            logic_result =  and_result;
                            arith_result = Zero_Word;
                end
                3'b110 :  begin
                            logic_result =  or_result;
                            arith_result = Zero_Word;
                end
                3'b111 :  begin
                            logic_result =  xor_result;
                            arith_result = Zero_Word;
                end
                default : begin
                            logic_result = lui_result;
                            arith_result = and_result;
                           end
        endcase
    end 
endmodule
==> Slide: Implementation Results <==
Implementation Results

Run status
  – Status: completed

Floorplan
  – DIE HEIGHT: 137 um
  – Width of the die: 137 um
  – Floorplan-stage core utilization: 0.511
  – Ports: 173
  – Core outline area: 0.0180 mm2
  – Number of placement rows: 49
  – Die area: 0.0189 mm2

Placement
  – DP Worst Slack: 1680 ps
  – Detailed placer's ending HPWL: 29700 um
  – Placer Congestion: 1.02
  – DP Cell Count: 1690
  – Placed Area: 0.0109 mm2
  – Port-buffer cells: 172

Finish
  – Layout cell share with drive strength beyond 1: 0.0561
  – Register area: 0 um2
  – Design Area, Final: 0.0109 mm2
  – Flops: 0
  – Clock buffer count: 0
  – Non-filler cells, final: 1690
  – Synthesis-to-layout area growth: 18.5%
  – Final Util: 0.605

Setup path
  – Critical Path Fanout Max: 11
  – WP data required: 8160 ps
  – Arr. time, crit path: 6650 ps
  – CP Launch Type: input pin
  – CP endpoint kind: primary output
  – Kind of critical path: input pin to primary output

Power
  – Power per cell area: 51.5 mW/mm2
  – Worst ir drop on vdd: 0.0000454 V
  – Total chip power: 560 uW
  – LEAKAGE: 4.47 nW

Job
  – Max_cap viols: 0
  – Log Warnings: 99

Routing
  – Detailed-route vias per instance: 6.72
  – DRC viols: 0
  – First-pass DRT Iterations: 7
  – Iteration-0 DRC count of the detailed router: 1111
  – Via count: 11358
  – Diode count: 0
  – Post-DR wirelength/cell: 23.0 um
  – Final wirelength: 38800 um
  – Final ANT Viol Nets: 0

Clock network
  – Resized cells post-CTS: 0
  – Post-CTS Setup Inserts: 0
  – CTS Hold Buffers Added: 0

Global route
  – Gr ovfl total: 0
  – Global-route wire length before repair: 58100 um
  – Vias in the first global route: 10000
  – GRT Total Usage: 0.414
  – Antenna violations before repair: 0
  – Pin count of the biggest net entering global routing: 75

Logic synthesis
  – Avg Inst Size Synth: 6.66 um2
  – Yosys Instances: 1377
  – Synth Seq Share: 0
  – Count of cell types in the netlist: 86
  – Yosys warns: 0
  – Cells after synthesis: 1377
  – Mapped cell area: 0.00918 mm2
  – Yosys Chip Area: 0.00918 mm2

Timing
  – Hold WS: 5000 ps
  – Final Hold Viols: 0
  – Slew headroom: 0.389
  – Fin crit share: 0.852
  – Slew Limit Fails: 0
  – RSZ-0062 raised after global routing: false
  – Worst-margin pin slew: 906 ps
  – Worst setup margin: 1510 ps
  – TNS Setup: 0 ps
  – Minimum clock period after layout: 8690 ps
  – Fmax: 115 MHz
  – Final Setup Violations: 0

Worst hold path
  – Worst min path class: input pin to primary output
synth_stat cells (10+ instances only):
master      n  share of area
buf_1      17         0.0070
a21o_1     18          0.015
inv_1      94          0.038
a221oi_1   39          0.037
a22o_1     32          0.031
xor2_1     33          0.032
a31oi_1    10         0.0068
o21bai_1   14          0.011
nor2_1    155          0.063
o22ai_1    10         0.0068
a221o_1    33          0.036
o21ai_0   110          0.060
nand3_1    14         0.0076
nor4_1     15          0.010
ha_1       97           0.13
buf_2      12         0.0065
nand2b_1   20          0.014
a211oi_1   27          0.022
nand2_1    84          0.034
clkbuf_1   76          0.031
a21oi_1   148          0.081
o22a_1     21          0.020
nor3_1     26          0.014
mux4_2     15          0.037
or3_1      14         0.0095
o211ai_1   14          0.011
mux2i_1    65          0.071
worst paths after layout:
path,from,endpoint,cells past startpoint,slack [ps]
worst max-delay path,Src2[9],arith_result[30],14,1510
worst min-delay path,Src1[4],shift_result[24],6,5000
critical path: stages:
cell             delay, ps
clkdlybuf4s50_1        800
inv_1                  180
ha_1                   510
a21o_1                 280
a21oi_1                300
and3_1                 230
a211oi_1               120
a2111oi_2              630
o211ai_1               240
a31oi_1                310
o21ai_0                160
a21oi_1                170
a2bb2oi_1              180
clkdlybuf4s50_1        480
area by class of cell:
cell class                      instances  area, um2
Multi-Input combinational cell       1167       8360
Fill cell                            1659       7090
Timing Repair Buffer                  194       1860
Inverter                              100        375
Tap cell                              229        287
where the power goes:
group	internal, mW	switching [mW]
Sequential	0	0
Combinational	0.235	0.325
Clock	0	0
metal layers:
metal,track usage,vias up,share of wire
li1,-,5354,-
met1,0.580,5239,0.42
met2,0.610,669,0.42
met3,0.0927,96,0.11
met4,0.176,0,0.050
met5,0,-,0
cells in the final DEF (no fill, tap or decap), types with 10 or more instances in the layout:
| master | netlist | routed |
|---|---|---|
| ha_1 | 97 | 97 |
| a31oi_1 | 10 | 10 |
| nand2_1 | 84 | 84 |
| buf_4 | 3 | 23 |
| a211oi_1 | 27 | 27 |
| o21bai_1 | 14 | 14 |
| clkdlybuf4s50_1 | 0 | 166 |
| o22a_1 | 21 | 21 |
| or3_1 | 14 | 14 |
| inv_1 | 94 | 94 |
| nor4_1 | 15 | 15 |
| nor3_1 | 26 | 26 |
| nand3_1 | 14 | 14 |
| mux4_2 | 15 | 15 |
| nand2b_1 | 20 | 20 |
| a221o_1 | 33 | 33 |
| o21ai_0 | 110 | 110 |
| o211ai_1 | 14 | 14 |
| mux2i_1 | 65 | 65 |
| nor2_1 | 155 | 153 |
| a22o_1 | 32 | 32 |
| o22ai_1 | 10 | 10 |
| a221oi_1 | 39 | 39 |
| xor2_1 | 33 | 33 |
| a21oi_1 | 148 | 148 |
| a21o_1 | 18 | 18 |
kinds of logic (layout without fill, tap and decap cells):
logic type,Yosys count,in the layout,share of synthesized area
compound gates,563,563,0.428
xor+xnor,41,41,0.0391
fa+ha+maj,99,99,0.137
buf+inv,210,294,0.0904
mux,85,85,0.114
simple gates,379,379,0.192
Power is estimated from default activity; no workload was simulated.
